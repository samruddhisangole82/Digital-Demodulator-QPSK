<file path="design/flow/config.mk">
export PLATFORM = sky130hd
export DESIGN_NAME = fpga_top
export DESIGN_NICKNAME = fpga_top
export VERILOG_FILES = /design/flow/design.v
export SDC_FILE = /design/flow/constraint.sdc
export NUM_CORES = 4
export LEC_CHECK = 1
export CORE_UTILIZATION = 40
</file>
<file path="design/flow/constraint.sdc">
current_design fpga_top

set clk_period 3.9
set clk_io_pct 0.2

create_clock -name clk0 -period $clk_period [get_ports {clk_100mhz}]

set non_clock_inputs [all_inputs -no_clocks]
set_input_delay [expr $clk_period * $clk_io_pct] -clock clk0 $non_clock_inputs
set_output_delay [expr $clk_period * $clk_io_pct] -clock clk0 [all_outputs]
</file>
<file path="design/flow/design.v">
`timescale 1ns / 1ps
module fpga_top (
    input wire clk_100mhz,         
    input wire reset_btn,          
    input wire [15:0] sw,          
    output wire [15:0] led,        
    output wire [6:0] seg,         
    output wire [3:0] an,          
    input wire uart_rxd,
    output wire uart_txd
);
    reg reset_sync1 = 1'b1;
    reg reset_sync2 = 1'b1;
    wire reset_n;
    reg [15:0] sw_sync1;
    reg [15:0] sw_sync2;
    wire [15:0] sw_stable;
    reg [26:0] slow_clk_counter = 27'd0;
    reg slow_clk_enable = 1'b0;
    reg [15:0] i_data = 16'd0;
    reg [15:0] q_data = 16'd0;
    reg iq_valid = 1'b0;
    wire [1:0] bit_output;
    wire bit_valid;
    wire symbol_lock;
    wire error_flag;
    reg [1:0] test_counter = 2'b00;
    reg test_active = 1'b0;
    reg [15:0] led_reg = 16'd0;
    reg [6:0] seg_reg = 7'b1111111;
    reg [3:0] an_reg = 4'b1110;
    reg [1:0] last_bit_output = 2'b00;
    always @(posedge clk_100mhz or posedge reset_btn) begin
        if (reset_btn) begin
            reset_sync1 <= 1'b1;
            reset_sync2 <= 1'b1;
        end else begin
            reset_sync1 <= 1'b0;
            reset_sync2 <= reset_sync1;
        end
    end
    assign reset_n = ~reset_sync2;
    always @(posedge clk_100mhz) begin
        if (reset_sync2) begin
            sw_sync1 <= 16'd0;
            sw_sync2 <= 16'd0;
        end else begin
            sw_sync1 <= sw;
            sw_sync2 <= sw_sync1;
        end
    end
    assign sw_stable = sw_sync2;
    always @(posedge clk_100mhz) begin
        if (reset_sync2) begin
            slow_clk_counter <= 27'd0;
            slow_clk_enable <= 1'b0;
        end else begin
            if (slow_clk_counter == 27'd50000000) begin   
                slow_clk_counter <= 27'd0;
                slow_clk_enable <= 1'b1;
            end else begin
                slow_clk_counter <= slow_clk_counter + 1'b1;
                slow_clk_enable <= 1'b0;
            end
        end
    end
    always @(posedge clk_100mhz) begin
        if (reset_sync2) begin
            test_counter <= 2'b00;
            test_active <= 1'b0;
            iq_valid <= 1'b0;
            i_data <= 16'd0;
            q_data <= 16'd0;
        end else begin
            iq_valid <= 1'b0;
            if (sw_stable[5] && sw_stable[4]) begin   
                test_active <= 1'b1;
                if (slow_clk_enable) begin
                    test_counter <= test_counter + 1'b1;
                    iq_valid <= 1'b1;
                end
            end else begin
                test_active <= 1'b0;
                test_counter <= 2'b00;
                if (sw_stable[4]) begin   
                    iq_valid <= 1'b1;
                end
            end
            if (test_active) begin
                case (test_counter)
                    2'b00: begin   
                        i_data <= 16'sd1000;
                        q_data <= 16'sd1000;
                    end
                    2'b01: begin   
                        i_data <= -16'sd1000;
                        q_data <= 16'sd1000;
                    end
                    2'b10: begin   
                        i_data <= -16'sd1000;
                        q_data <= -16'sd1000;
                    end
                    2'b11: begin   
                        i_data <= 16'sd1000;
                        q_data <= -16'sd1000;
                    end
                endcase
            end else begin
                if (sw_stable[6]) begin
                    i_data <= 16'sd1000;
                end else begin
                    i_data <= -16'sd1000;
                end
                if (sw_stable[7]) begin
                    q_data <= 16'sd1000;
                end else begin
                    q_data <= -16'sd1000;
                end
            end
        end
    end
    qpsk_demodulator #(
        .DATA_WIDTH(16)
    ) qpsk_inst (
        .clk(clk_100mhz),
        .reset(reset_sync2),
        .i_data(i_data),
        .q_data(q_data),
        .iq_valid(iq_valid),
        .bit_out(bit_output),
        .bit_valid(bit_valid),
        .symbol_lock(symbol_lock),
        .error_flag(error_flag)
    );
    always @(posedge clk_100mhz) begin
        if (reset_sync2) begin
            last_bit_output <= 2'b00;
        end else begin
            if (bit_valid) begin
                last_bit_output <= bit_output;
            end
        end
    end
    always @(posedge clk_100mhz) begin
        if (reset_sync2) begin
            led_reg <= 16'd0;
            seg_reg <= 7'b1111111;
            an_reg <= 4'b1110;
        end else begin
            led_reg[1:0] <= bit_output;
            led_reg[2] <= bit_valid;
            led_reg[3] <= symbol_lock;
            led_reg[4] <= error_flag;
            led_reg[8:5] <= sw_stable[3:0];   
            led_reg[9] <= test_active;
            led_reg[11:10] <= test_counter;
            led_reg[15:12] <= 4'd0;
            case (last_bit_output)
                2'b00: seg_reg <= 7'b1000000;  
                2'b01: seg_reg <= 7'b1111001;  
                2'b10: seg_reg <= 7'b0100100;  
                2'b11: seg_reg <= 7'b0110000;  
            endcase
            an_reg <= 4'b1110;  
        end
    end
    assign led = led_reg;
    assign seg = seg_reg;
    assign an = an_reg;
    assign uart_txd = 1'b1;
endmodule
module qpsk_demodulator #(
    parameter DATA_WIDTH = 16
) (
    input wire clk,
    input wire reset,   
    input wire [DATA_WIDTH-1:0] i_data,
    input wire [DATA_WIDTH-1:0] q_data,
    input wire iq_valid,
    output wire [1:0] bit_out,
    output wire bit_valid,
    output wire symbol_lock,
    output wire error_flag
);
    wire signed [DATA_WIDTH-1:0] i_signed;
    wire signed [DATA_WIDTH-1:0] q_signed;
    localparam WAIT_DATA      = 2'd0;
    localparam PROCESS_SYMBOL = 2'd1;
    localparam OUTPUT_BITS    = 2'd2;
    reg [1:0] demod_state;
    reg [1:0] bit_pair_reg;
    reg [1:0] bit_out_reg;
    reg bit_valid_reg;
    reg symbol_lock_reg;
    reg error_flag_reg;
    assign i_signed = $signed(i_data);
    assign q_signed = $signed(q_data);
    function signed [DATA_WIDTH-1:0] abs_value;
        input signed [DATA_WIDTH-1:0] value;
        begin
            if (value < 0)
                abs_value = -value;
            else
                abs_value = value;
        end
    endfunction
    always @(posedge clk) begin
        if (reset) begin
            demod_state <= WAIT_DATA;
            bit_pair_reg <= 2'b00;
            bit_out_reg <= 2'b00;
            bit_valid_reg <= 1'b0;
            symbol_lock_reg <= 1'b0;
            error_flag_reg <= 1'b0;
        end else begin
            case (demod_state)
                WAIT_DATA: begin
                    bit_valid_reg <= 1'b0;
                    error_flag_reg <= 1'b0;
                    if (iq_valid) begin
                        demod_state <= PROCESS_SYMBOL;
                    end
                end
                PROCESS_SYMBOL: begin
                    if (i_signed >= 0 && q_signed >= 0) begin
                        bit_pair_reg <= 2'b00;   
                    end else if (i_signed < 0 && q_signed >= 0) begin
                        bit_pair_reg <= 2'b01;   
                    end else if (i_signed < 0 && q_signed < 0) begin
                        bit_pair_reg <= 2'b11;   
                    end else begin   
                        bit_pair_reg <= 2'b10;   
                    end
                    if (abs_value(i_signed) < 100 && abs_value(q_signed) < 100) begin
                        error_flag_reg <= 1'b1;
                    end else begin
                        error_flag_reg <= 1'b0;
                    end
                    symbol_lock_reg <= 1'b1;
                    demod_state <= OUTPUT_BITS;
                end
                OUTPUT_BITS: begin
                    bit_out_reg <= bit_pair_reg;
                    bit_valid_reg <= 1'b1;
                    demod_state <= WAIT_DATA;
                end
                default: begin
                    demod_state <= WAIT_DATA;
                end
            endcase
        end
    end
    assign bit_out = bit_out_reg;
    assign bit_valid = bit_valid_reg;
    assign symbol_lock = symbol_lock_reg;
    assign error_flag = error_flag_reg;
endmodule
</file>
<file path="design/flow/run.sh">
#!/bin/bash
# OpenROAD 26Q1-2900-gdf79404cd8, Yosys 0.63+post, stock flow scripts
make -C /OpenROAD-flow-scripts/flow DESIGN_CONFIG=/design/flow/config.mk WORK_HOME=/design/flow/orfs finish
</file>
==> run_results.csv <==
group,metric,value,unit
critical_path,rr_endpoint,"slow_clk_counter[2]",
synth,synthArstFlopShare,0.0235,
critical_path,reg2reg_from,"reset_sync2",
synth,top_area_frac,0.512,
clocking,hold_buffers,0,
power_and_ir_drop,seqPwrFrac,0.570,
timing,post-route-period-util,0.566,
synth,ys_top_cells_by_area,"dfxtp_1, nor2b_1, ha_1",
flow_run,warning_count,40,
floorplanning,dieArea,8480,um2
synth,ys_cells,323,
timing,hold_slack,0.360,ns
critical_path,crit_arrival,2.44,ns
hold_path,hold_path_depth,0,
final_layout,nFillCells,737,
final_layout,logic_area,1370,um2
critical_path,start_kind,"register",
outcome,status,"completed",
critical_path,r2r_cells,4,
grt,grt_first_pass_wirelength,8760,um
route,drtIter0Drc,92,
route,wl_per_cell,11.3,um
power_and_ir_drop,leakagePower,1.40,nW
critical_path,path_buffers,2,
grt,track_usage,0.129,
critical_path,crit_type,"reg -> reg",
placed_design,io_buffers,28,
synth,ys_top_cells_by_count,"dfxtp_1, nor2_1, nor2b_1",
timing,hold_violations,0,
timing,max_slew.worst_pin.slew,0.783,ns
placed_design,dpl-instance-area,3550,um2
critical_path,path_max_fanout,46,
critical_path,crit_family,"flip-flops",
synth,ys_warn_count,2,
final_layout,flop_area,1710,um2
placed_design,pre_cts_slack,1.63,ns
hold_path,hold_start,"reset_sync1",
route,antenna_cells,0,
clocking,cts_buffers,9,
route,vias_per_cell,4.80,
synth,ys.flops,85,
timing,fmax,453,MHz
synth,syn-instance-count,323,
clocking,ctsHtreeMaxLevel,3,
synth,synthFlopType,"dfxtp_1",
hold_path,min_delay_worst_endpoint,"reset_sync2",
timing,rsz0062_at_grt,"no",
critical_path,max_stage_delay,1.05,ns
clocking,cts_tree,"yes",
floorplanning,ios,47,
critical_path,crit_path_cell_trace,"clkinv_1 > o31ai_4 > buf_4 > nor2_1",
clocking,cts.path.max_buffers,2,
final_layout,drive_above_1_share,0.0765,
grt,grt_start_max_net_pins,47,
power_and_ir_drop,p_total,1.58,mW
clocking,clkTransAtPathRegs,0.09,ns
final_layout,area_growth,15.5,%
floorplanning,fp_util,0.416,
synth,synth_area,3250,um2
critical_path,cp-end-kind,"register",
route,dr.pass1.iters,4,
clocking,postCtsSetupRepairBufs,0,
critical_path,critPathRequiredTime,4.13,ns
synth,synth_seq_share,0.528,
critical_path,crit_path_start,"reset_sync2",
placed_design,dp_hpwl,3230,um
synth,synth-edff-count,0,
timing,finalMaxSlewViolations,0,
clocking,cts_sinks,85,
floorplanning,die_height,92.1,um
timing,min_period,2.21,ns
timing,skew,0.00575,ns
route,num_vias,2184,
final_layout,design_area,3750,um2
hold_path,min_path_type,"reg -> reg",
final_layout,postLayoutCoreUtil,0.480,
clocking,insertion_delay,0.35,ns
route,drc,0,
placed_design,place.gp.congestion,0.768,
timing,setup_ws,1.69,ns
placed_design,placed_cells,439,
synth,synth_chip_area,3250,um2
power_and_ir_drop,p_sw_frac,0.227,
timing,fin_setup_tns,0,ns
route,routed_wl,5150,um
power_and_ir_drop,power.internal,1.22,mW
floorplanning,row_count,32,
synth,post-synth-top-count-cell,"dfxtp_1",
floorplanning,core-area,7810,um2
grt,grt_pass1_vias,1901,
critical_path,r2r_slack,1.69,ns
timing,setup-violations-final,0,
floorplanning,die_width,92.1,um
grt,antenna_found_initial,0,
grt,grt_overflow,0,
power_and_ir_drop,power_density,422,nW/um2
timing,relSlewSlack,0.478,
synth,syn_avg_cell_area,10.1,um2
final_layout,fin_cells,455,
clocking,root_buffer,"clkbuf_8",
power_and_ir_drop,p_comb_frac,0.037,
clocking,post_cts_resized,0,
power_and_ir_drop,ir_drop,177,uV
critical_path,crit_slowest_cell,"dfstp_2",
power_and_ir_drop,p_switching,358,uW
final_layout,largest_reg_flops,27,
power_and_ir_drop,clkPwrFrac,0.393,
synth,synth.distinct_cells,43,
flow_run,cap_violations,0,
route,drtAntennaViolNets,0,
synth,yosys.area.top_type,"dfxtp_1",
## layout by cell type (no fill, tap or decap), types with 2 or more instances in the layout
cell type         n
clkdlybuf4s50_1  28
nand3_1          13
o31ai_1           7
o21ai_0           8
dfstp_2           2
nand4_1           4
a21oi_1          15
clkbuf_8          9
ha_1             12
and2_1            2
or4_1             7
dfxtp_1          83
nor4_1            3
xor2_1            7
nor2_1           31
nor2b_1          29
clkinv_4          3
nor3b_1           3
and3_1            7
o22ai_1           2
or3_1             7
mux2i_1           8
nand2_1           8
xnor2_1           5
conb_1           10
inv_1            12
and4_1            4
or2_2             4
or4b_2            2
## cells by family after synthesis
logic type	synth area share
and+or+nand+nor	0.236
buffers and inverters	0.0593
AOI/OAI and AO/OA	0.0713
muxes	0.0247
other	0.00231
DFF	0.528
adders and majority gates	0.0462
xor gates and xnor gates	0.0324
## power groups by stage
stage | registers, mW | clock network, mW | logic, mW
4_1_cts | 0.904 | 0.646 | 0.0598
5_1_grt | 0.907 | 0.681 | 0.0666
6_report | 0.903 | 0.621 | 0.0582
## worst reg2reg max path, cell delays in order, from the launching register on
cell and delay [ns]:
dfstp_2 1.05, clkinv_1 0.50, o31ai_4 0.14, buf_4 0.32, nor2_1 0.09
## how the worst max path moves through the flow
stage | endpoint | slack, ns | cells after the start
CTS | slow_clk_counter[11] | 1.60 | 4
global route | slow_clk_counter[17] | 1.43 | 4
finish | slow_clk_counter[2] | 1.69 | 4
## routing by layer
layer,vias up,part of all wire,GRT usage
met1,1018,0.50,0.199
met4,0,0.022,0.0260
li1,1133,-,-
met3,10,0.026,0.0236
met5,-,0,0
met2,23,0.45,0.197
## area by class of cell
| cell class | instances | share of cell area |
|---|---|---|
| clock buffer | 10 | 0.0340 |
| tap | 102 | 0.0340 |
| multi-input combinational | 210 | 0.365 |
| clock inverter | 6 | 0.0194 |
| sequential | 85 | 0.457 |
| timing repair buffer | 29 | 0.0768 |
| inverter | 13 | 0.0130 |
Power figures rest on the tool's default switching activity, not on a simulated workload.
