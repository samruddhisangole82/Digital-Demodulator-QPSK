==> flow/design.v <==
`timescale 1ns / 1ps
module variable_rate_controller #(
    parameter DATA_WIDTH = 16,
    parameter RATE_WIDTH = 4
) (
    input wire clk,
    input wire reset,
    input wire [RATE_WIDTH-1:0] rate_select,
    input wire [DATA_WIDTH-1:0] data_in,
    input wire data_valid_in,
    output reg [DATA_WIDTH-1:0] data_out,
    output reg data_valid_out,
    output reg [RATE_WIDTH-1:0] current_rate,
    output reg [31:0] symbol_rate,
    output reg ready
);
    function integer get_data_rate;
        input [3:0] index;
        begin
            case (index)
                4'd0:  get_data_rate = 1000;
                4'd1:  get_data_rate = 2000;
                4'd2:  get_data_rate = 4000;
                4'd3:  get_data_rate = 8000;
                4'd4:  get_data_rate = 16000;
                4'd5:  get_data_rate = 32000;
                4'd6:  get_data_rate = 64000;
                4'd7:  get_data_rate = 128000;
                4'd8:  get_data_rate = 256000;
                4'd9:  get_data_rate = 512000;
                4'd10: get_data_rate = 1000000;
                4'd11: get_data_rate = 2000000;
                4'd12: get_data_rate = 4000000;
                default: get_data_rate = 1000;
            endcase
        end
    endfunction
    reg [3:0] rate_index;
    integer current_data_rate;
    integer symbol_rate_int;
    reg [31:0] rate_counter;
    reg output_enable;
    localparam IDLE        = 2'd0;
    localparam RATE_CHANGE = 2'd1;
    localparam ACTIVE      = 2'd2;
    localparam WAIT_SYMBOL = 2'd3;
    reg [1:0] current_state;
    always @(*) begin
        if (rate_select < 4'd13)
            rate_index = rate_select;
        else
            rate_index = 4'd0;
    end
    always @(*) begin
        current_data_rate = get_data_rate(rate_index);
    end
    always @(*) begin
        symbol_rate_int = current_data_rate / 2;
    end
    always @(*) begin
        if (rate_select < 4'd13)
            current_rate = rate_select;
        else
            current_rate = 4'd0;
        symbol_rate = symbol_rate_int;
    end
    always @(posedge clk) begin
        if (reset) begin
            current_state <= IDLE;
            data_out <= {DATA_WIDTH{1'b0}};
            data_valid_out <= 1'b0;
            rate_counter <= 32'd0;
            output_enable <= 1'b0;
            ready <= 1'b0;
        end else begin
            case (current_state)
                IDLE: begin
                    ready <= 1'b1;
                    if (data_valid_in) begin
                        current_state <= RATE_CHANGE;
                        ready <= 1'b0;
                    end
                end
                RATE_CHANGE: begin
                    rate_counter <= 32'd0;
                    output_enable <= 1'b1;
                    current_state <= ACTIVE;
                end
                ACTIVE: begin
                    if (data_valid_in) begin
                        data_out <= data_in;
                        data_valid_out <= output_enable;
                        current_state <= WAIT_SYMBOL;
                        rate_counter <= rate_counter + 1'b1;
                    end
                end
                WAIT_SYMBOL: begin
                    data_valid_out <= 1'b0;
                    if (rate_counter >= (symbol_rate_int/1000)) begin
                        current_state <= ACTIVE;
                        rate_counter <= 32'd0;
                    end
                end
            endcase
        end
    end
endmodule
==> flow/run.sh <==
#!/bin/bash
# OpenROAD 26Q1-2900-gdf79404cd8, Yosys 0.63+post, stock flow scripts
make -C /OpenROAD-flow-scripts/flow DESIGN_CONFIG=/design/flow/config.mk WORK_HOME=/design/flow/orfs finish
==> flow/config.mk <==
export PLATFORM = sky130hd
export DESIGN_NAME = variable_rate_controller
export DESIGN_NICKNAME = variable_rate_controller
export VERILOG_FILES = /design/flow/design.v
export SDC_FILE = /design/flow/constraint.sdc
export NUM_CORES = 4
export LEC_CHECK = 1
export CORE_UTILIZATION = 50
==> flow/constraint.sdc <==
current_design variable_rate_controller

set clk_period 5.6
set clk_io_pct 0.2

create_clock -name clk0 -period $clk_period [get_ports {clk}]

set non_clock_inputs [all_inputs -no_clocks]
set_input_delay [expr $clk_period * $clk_io_pct] -clock clk0 $non_clock_inputs
set_output_delay [expr $clk_period * $clk_io_pct] -clock clk0 [all_outputs]
==> metrics.csv <==
stage,metric,value,unit
place,I/O Buffers,63,
routing,WL final,7.70,mm
job,tool warnings,27,
sta,Fin Setup TNS,0,ns
clock_tree,CTS tree,built,
clock_tree,Post-CTS Resized,0,
die,chip area,6800,sq um
clock_tree,Root Buffer,clkbuf_8,
clock_tree,worst skew pair latency,0.30,ns
sta,fin worst setup slack,1.10,ns
place,detailed placement HPWL,5.46,mm
place,"Cell Area, Placed",3840,sq um
yosys,Area leader share,0.340,
yosys,yosys cell count,430,
global_routing,aggregate global routing overflow,0,
critical_path,CP Depth,13,
critical_path,R2R setup slack,2.91,ns
yosys,top-count cell post-synth,nand2_1,
routing,DR vias/cell,5.76,
die,die width,82.5,um
yosys,yosys stat area,3240,sq um
sta,fmax,222,MHz
critical_path,Setup crit end kind,flop,
place,DP Worst Slack,0.818,ns
global_routing,initial antenna violation count,0,
yosys,"Avg Cell Area, Syn",7.53,sq um
layout,final core utilization,0.646,
critical_path,Crit Path Category,input pin to flop,
critical_path,crit path launch,rate_select[0],
die,I/O pin cnt,77,
global_routing,first-pass GRT wire length,12.5,mm
yosys,YS warnings,1,
global_routing,largest net degree at the start of global routing,53,
yosys,ys async rst share,0,
yosys,number of enable flip-flop cells,0,
critical_path,Worst Path Buf+Inv,3,
sta,Layout Skew,0.00762,ns
yosys,Synth Seq Share,0.340,
clock_tree,CTS buffer count,5,
die,Core Box Area,6100,sq um
critical_path,CP Cell Sequence,"clkdlybuf4s50_1, nor2_1, and2_1, o21bai_1, and2_1, inv_1, ha_1, and4_1, o21ai_0, o211a_1, buf_12, or4_2, a21oi_1",
critical_path,Setup crit end,rate_counter[30]$_SDFFE_PP0P_,
clock_tree,CTS Sinks,55,
place,gp weighted congestion,0.857,
routing,Via Count,3176,
critical_path,reg2reg end,rate_counter[30]$_SDFFE_PP0P_,
yosys,area of the mapped netlist,3240,sq um
job,max-cap viol count,0,
routing,1st-pass router iterations,5,
routing,DR iter-0 viols,172,
critical_path,crit path max-delay cell type,or4_2,
sta,Slew @ Worst Pin,0.661,ns
yosys,Synth flops,55,
pwr,Power Dens Cells,194,nW/um^2
critical_path,Top delay family on crit path,simple AND/OR/NAND/NOR gates,
sta,Hold Fails Final Rpt,0,
sta,slew margin rel.,0.559,
die,die height,82.5,um
clock_tree,postcts setup bufs,0,
global_routing,total track usage,0.237,
sta,Worst Hold Margin,0.458,ns
clock_tree,Longest Clk Path Bufs,2,
critical_path,crit-path most repeated cell,and2_1,
hold_path,Hold WC Path Type,flop to flop,
critical_path,Worst Path Max Fanout,52,
critical_path,RR Startpoint,rate_counter[0]$_SDFFE_PP0P_,
clock_tree,H-tree levels,2,
yosys,distinct lib cells,45,
layout,fin area,3940,sq um
yosys,post-synth top area cell,dfxtp_1,
sta,fin crit share,0.803,
pwr,Leak,0.00133,uW
sta,RSZ-0062 raised after global routing,no,
sta,min cycle time layout,4.50,ns
hold_path,hold path cells,2,
layout,synth-to-layout area growth,21.6,%
layout,share of cells above drive strength 1,0.0504,
routing,DR WL/cell,14.0,um
sta,Final Setup Violations,0,
die,std cell rows,28,
yosys,Commonest flop,dfxtp_1,
yosys,"top cells, area","dfxtp_1 34%, a21oi_1 8.5%, nand2_1 6.7%",
routing,# diodes,0,
pwr,peak supply drop,0.139,mV
critical_path,critical path arrival,4.73,ns
yosys,Post-Syn Instances,430,
routing,detailed-route DRC error count,0,
sta,final-report max-slew violation count,0,
critical_path,type of origin of the critical path,input pin,
yosys,Post-synth top cells,"58 x nand2_1, 55 x a21oi_1, 55 x dfxtp_1, 27 x nor2_1, 25 x o21ai_0",
global_routing,vias in the first global route,2704,
clock_tree,Hold Buf Count CTS,0,
routing,antenna-violating nets left,0,
critical_path,"Data required, critical path",5.83,ns
clock_tree,"Reg clk slew, reported paths",0.09,ns
die,FP Util,0.531,
critical_path,critical path's largest stage delay,0.65,ns
status,status,"complete, no violations",
critical_path,R2R depth,9,
-- worst min-delay path: stages (launching register included) --
cell     delay (ns)
dfxtp_1        0.32
nand2_1        0.05
a21oi_1        0.05
-- per-stage QoR --
stage	instances	power [uW]
after floorplan	442	468
after global placement	544	518
after detailed placement	544	519
after CTS	551	773
after global routing	551	800
final	551	765
-- cell type report --
cell class,instances,area [sq um]
clock buffer,6,72.6
sequential,55,1100
timing repair buffer,68,681
multi-input combinational,334,1920
inverter,12,45.0
tap,75,93.8
fill,519,2160
clock inverter,1,30.0
-- how the worst min path moves through the flow --
stage	from	end	slack (ns)
CTS	data_out[10]$_SDFFE_PP0P_	data_out[10]$_SDFFE_PP0P_	0.46
global route	data_out[13]$_SDFFE_PP0P_	data_out[13]$_SDFFE_PP0P_	0.48
finish	data_out[2]$_SDFFE_PP0P_	data_out[2]$_SDFFE_PP0P_	0.46
-- cell families (layout without fill, tap and decap cells) --
| logic type | Yosys count | after routing | synth area share |
|---|---|---|---|
| other | 2 | 14 | 0.00232 |
| buffers and inverters | 53 | 87 | 0.0842 |
| and+or+nand+nor | 183 | 183 | 0.297 |
| AOI/OAI and AO/OA | 122 | 122 | 0.221 |
| adders and majority gates | 13 | 13 | 0.0502 |
| DFF | 55 | 55 | 0.340 |
| xor gates and xnor gates | 2 | 2 | 0.00541 |
-- report_power, final --
group | internal [uW] | switching [uW] | leakage, uW
Clock | 131 | 124 | 0.0000513
Combinational | 58.4 | 51.3 | 0.000833
Sequential | 396 | 3.91 | 0.000445
Total | 586 | 179 | 0.00133
-- per-layer routing --
metal | vias up | part of all wire | track usage
met3 | 4 | 0.064 | 0.0368
met2 | 96 | 0.43 | 0.352
met4 | 0 | 0.0058 | 0.0241
met5 | - | 0 | 0
li1 | 1624 | - | -
met1 | 1452 | 0.51 | 0.379
-- layout by cell type (no fill, tap or decap), types with 9 or more instances in the layout --
cell type        count
nand4_1             10
dfxtp_1             55
o21ai_0             25
clkdlybuf4s50_1     63
inv_1               12
a21oi_1             55
or4_1               20
conb_1              14
or3_1                9
nand3_1             18
ha_1                13
o31ai_1             22
nor2_1              27
nand2_1             58
-- state kept, by name (all words and copies together), names as in the netlist --
signal          cells
rate_counter       32
data_out           16
current_state       4
data_valid_out      1
output_enable       1
ready               1
Power figures rest on the tool's default switching activity, not on a simulated workload.
